--- run.sh ---
#!/bin/bash
# OpenROAD 26Q1-2900-gdf79404cd8, Yosys 0.63+post, stock flow scripts
make -C /OpenROAD-flow-scripts/flow DESIGN_CONFIG=/design/flow/config.mk WORK_HOME=/design/flow/orfs finish
--- design.v ---
module bus(output  [7:0]out,input [7:0] a,input [7:0] b,input [7:0] c,input[7:0] d,input [7:0] e,input[7:0] f,input s0,input s1,input s2);
mux81 mux7(.out(out[7]),.m1(a[7]),.m2(b[7]),.m3(c[7]),.m4(d[7]),.m5(e[7]),.m6(f[7]),.m7(0),.m8(0), .s0(s0), .s1(s1), .s2(s2));
mux81 mux6(.out(out[6]),.m1(a[6]),.m2(b[6]),.m3(c[6]),.m4(d[6]),.m5(e[6]),.m6(f[6]),.m7(0),.m8(0), .s0(s0), .s1(s1), .s2(s2));
mux81 mux5(.out(out[5]),.m1(a[5]),.m2(b[5]),.m3(c[5]),.m4(d[5]),.m5(e[5]),.m6(f[5]),.m7(0),.m8(0), .s0(s0), .s1(s1), .s2(s2));
mux81 mux4(.out(out[4]),.m1(a[4]),.m2(b[4]),.m3(c[4]),.m4(d[4]),.m5(e[4]),.m6(f[4]),.m7(0),.m8(0), .s0(s0), .s1(s1), .s2(s2));
mux81 mux3(.out(out[3]),.m1(a[3]),.m2(b[3]),.m3(c[3]),.m4(d[3]),.m5(e[3]),.m6(f[3]),.m7(0),.m8(0), .s0(s0), .s1(s1), .s2(s2));
mux81 mux2(.out(out[2]),.m1(a[2]),.m2(b[2]),.m3(c[2]),.m4(d[2]),.m5(e[2]),.m6(f[2]),.m7(0),.m8(0), .s0(s0), .s1(s1), .s2(s2));
mux81 mux1(.out(out[1]),.m1(a[1]),.m2(b[1]),.m3(c[1]),.m4(d[1]),.m5(e[1]),.m6(f[1]),.m7(0),.m8(0), .s0(s0), .s1(s1), .s2(s2));
mux81 mux0(.out(out[0]),.m1(a[0]),.m2(b[0]),.m3(c[0]),.m4(d[0]),.m5(e[0]),.m6(f[0]),.m7(0),.m8(0), .s0(s0), .s1(s1), .s2(s2));
endmodule 
module mux81(output reg out,input  m1,input  m2,input  m3,input  m4,input  m5,input  m6,input  m7,input  m8,input  s0,input  s1,input  s2);
	always @(*)
	begin
		if(!s2)
			if(!s1)
				if(!s0)
					out=m1;
		if(!s2)
			if(!s1)
				if(s0)
					out=m2;
		if(!s2)
			if(s1)
				if(!s0)
					out=m3;
		if(!s2)
			if(s1)
				if(s0)
					out=m4;
		if(s2)
			if(!s1)
				if(!s0)
					out=m5;
		if(s2)
			if(!s1)
				if(s0)
					out=m6;
		if(s2)
			if(s1)
				if(!s0)
					out=m7;
		if(s2)
			if(s1)
				if(s0)
					out=m8;
	end
endmodule
--- config.mk ---
export PLATFORM = sky130hd
export DESIGN_NAME = bus
export DESIGN_NICKNAME = bus
export VERILOG_FILES = /design/flow/design.v
export SDC_FILE = /design/flow/constraint.sdc
export NUM_CORES = 4
export LEC_CHECK = 1
export CORE_AREA = 10 10 80 80
export DIE_AREA = 0 0 90 90
--- constraint.sdc ---
current_design bus

set clk_period 3.0
set clk_io_pct 0.2

create_clock -name clk0 -period $clk_period

set non_clock_inputs [all_inputs -no_clocks]
set_input_delay [expr $clk_period * $clk_io_pct] -clock clk0 $non_clock_inputs
set_output_delay [expr $clk_period * $clk_io_pct] -clock clk0 [all_outputs]
==> summary.txt <==
State of the implementation.

- The dominant cell type by count on the critical path is sky130_fd_sc_hd__clkdlybuf4s50_1, for reference.
- The count of unique library cells instantiated by Yosys is 13, for reference.
- The number of fill cells is approximately 520, for reference.
- The per-cell routed wire length is 13.0 um, for reference.
- The met3 wire length is 160 um, for reference.
- Counting the warning lines in the Yosys log gives 41.
- The endpoint kind of the worst setup timing path is a primary output, for reference.
- The launching element type of the critical path is an input port, for reference.
- The highest clock rate this design can be run at is ~350 MHz.
- In this run the maximum-capacitance check reported violations numbering 0.
- Of the post-synthesis cell area, the dominant cell type holds 0.388.
- After its last routability iteration, the placer logged a weighted congestion of 0.645.
- Setup repair after global routing left no endpoint under its margin.
- The routed design could run at a clock period as short as approximately 2.9 ns.
- The reported leakage power is 0.525 nW, for reference.
- The flow reported a cell area power density of ~120 nW/um^2.
- The average instance in the mapped netlist occupies 9.53 um^2.
- The final antenna diode count is 0, for reference.
- In this run, the number of DRC markers left after iteration 0 of detailed routing was 12.
- According to the I/O placement log, the pin count is slightly below 60.
- Listed in order, past its start point the critical path passes clkdlybuf4s50_1, mux2i_1, o32a_1, o21ai_0, dlxtn_1, clkdlybuf4s50_1.
- The first global-routing pass estimated 3910 um of wire.
- The maximum ir drop on the vdd rail is 0.0315 mV, for reference.
- Of the cells placed in the final design, the portion with a size suffix greater than 1 is 0.0513.
- The critical path arrival is 2.29 ns, for reference.
- The count of endpoints failing setup in the final report is 0, for reference.
- The delay of the slowest cell on the worst path is between 0.4 and 0.5 ns, for reference.
- After detailed routing, no signal wire sits above met3.
- The routed design shows a via density per instance of 3.41.
- The aggregate global routing overflow is 0, for reference.
- The number of routed nets with antenna violations is 0, for reference.
- The iteration count recorded for the first detailed-route pass is 3.
- The post-layout period usage of the worst path is 0.963, for reference.
- The total routed wire length on the met1 layer is 1050 um, for reference.
- Summing every instance area after synthesis gives 619 um^2.
- The final count of pins violating max slew is 0, for reference.
- The chip width is 90 um, for reference.
- The total power is 142 uW, for reference.
- The pin count of the biggest net entering global routing is 18, for reference.
- The top fanout value on the critical path is 1, for reference.
- The number of rows created at floorplan is 25, for reference.
- 8 endpoints have no timing constraint.
- The vias after detailed routing is 627, for reference.
- The number of global-route vias before repair is 724, for reference.
- For reference, the top cells by area after synthesis are sky130_fd_sc_hd__mux2i_1 39%, sky130_fd_sc_hd__dlxtn_1 19%, sky130_fd_sc_hd__o32a_1 13%.
- The combined area of the multi-input logic cells is 422 um^2, for reference.
- The area taken by sequential standard cells is reported as between 100 and 150 um^2.
- The share of the core filled by cells before placement is 0.131, for reference.
- Across every metal layer, demand over resource in global routing totals 0.0570.
- The final timing report lists a hold violation count of 0.
- The count of unresolved DRC violations after routing is 0, for reference.
- The die outline height is 90 um, for reference.
- The number of warnings in the stage logs is 32, for reference.
- Yosys reports a chip area of 619 um^2.
- The growth of design area from synthesis to finish is 96.2%, for reference.
- The synthesis stat section lists a flop and latch total of 8.
- For this block, the routed nets add up to ~2400 um of wire.
- The cell type with the largest total area after synthesis is sky130_fd_sc_hd__mux2i_1, for reference.
- The number of buffers added on ports is 59, for reference.
- The worst setup path is of the input port to primary output kind.
- The instance count of the mapped netlist is 65, for reference.
- The placeable core area is 4720 um^2, for reference.
- The number of cells in the yosys synthesis report is 65, for reference.
- The count of hold-fix buffers inserted at cts is 0, for reference.
- The run finished with clean final reports.
- The sum of met2 wire segment lengths after detailed routing is around 1200 um, for reference.
- Per the repair_timing log after CTS, setup buffers inserted total 0.
- The required time at the worst endpoint is listed as 2.40 ns.
- The initial antenna violation count is 0, for reference.
- The number of register pins that no clock reaches is 8, for reference.
- The die area is 8100 um^2, for reference.
- The library cell contributing the largest single delay on the critical path is sky130_fd_sc_hd__clkdlybuf4s50_1, for reference.
==> flip-flops by register name, indices dropped and copies added (netlist names) <==
name,flops
mux4.out,1
mux3.out,1
mux0.out,1
mux7.out,1
mux1.out,1
mux6.out,1
mux5.out,1
mux2.out,1
==> how the worst max path moves through the flow <==
stage	cells after the start	endpoint	slack, ns	start
CTS	6	out[3]	0.03	s0
global route	6	out[0]	0.02	a[0]
finish	6	out[5]	0.11	e[5]
==> final cells by class <==
| type | count | share of cell area |
|---|---|---|
| well taps | 67 | 0.0690 |
| multi-input cells | 50 | 0.347 |
| repair buffers | 59 | 0.485 |
| flip-flops and latches | 8 | 0.0989 |
==> metrics by stage <==
step           area, um^2  TNS, ns  instances  setup WS, ns   util
6_report             1210        0        184         0.111  0.257
5_1_grt              1210        0        184        0.0217  0.257
4_1_cts              1220        0        184        0.0266  0.257
3_5_place_dp         1220    -3.14        186        -0.416  0.258
3_3_place_gp         1220    -3.14        186        -0.415  0.258
2_1_floorplan         646        0         72         0.676      -
==> synth_stat cells <==
library cell,count
sky130_fd_sc_hd__buf_12,1
sky130_fd_sc_hd__buf_2,2
sky130_fd_sc_hd__buf_4,10
sky130_fd_sc_hd__buf_6,1
sky130_fd_sc_hd__conb_1,1
sky130_fd_sc_hd__dlxtn_1,8
sky130_fd_sc_hd__mux2i_1,24
sky130_fd_sc_hd__nand2b_1,1
sky130_fd_sc_hd__nand2b_2,1
sky130_fd_sc_hd__o21ai_0,6
sky130_fd_sc_hd__o21ai_1,1
sky130_fd_sc_hd__o21ai_2,1
sky130_fd_sc_hd__o32a_1,8
==> kinds of logic after synthesis <==
logic type      synth area share
other cells              0.00605
buf+inv                    0.188
simple gates              0.0243
mux                        0.388
compound gates             0.200
latches                    0.194
==> where the power goes <==
| part | switching [mW] | internal, mW |
|---|---|---|
| Sequential | 0.00111 | 0.0117 |
| Clock | 0 | 0 |
| Combinational | 0.0383 | 0.0911 |
| Total | 0.0395 | 0.103 |
==> per-layer routing <==
metal  vias up  track usage
met1       262       0.0706
met3         0       0.0134
met4         0            0
met5         -            0
li1        337            -
met2        28        0.104
==> critical path: cells and delay by family <==
kind | cells | cell delay [ns]
AOI/OAI and AO/OA | 2 | 0.36
buffers and inverters | 2 | 0.91
latches | 1 | 0.35
muxes | 1 | 0.06
==> cell usage in the layout (no fill, tap or decap) <==
| master | n |
|---|---|
| sky130_fd_sc_hd__clkdlybuf4s15_2 | 1 |
| sky130_fd_sc_hd__o21ai_2 | 1 |
| sky130_fd_sc_hd__o32a_1 | 8 |
| sky130_fd_sc_hd__nand2b_4 | 2 |
| sky130_fd_sc_hd__dlymetal6s2s_1 | 2 |
| sky130_fd_sc_hd__buf_2 | 1 |
| sky130_fd_sc_hd__clkdlybuf4s50_1 | 54 |
| sky130_fd_sc_hd__conb_1 | 8 |
| sky130_fd_sc_hd__o21ai_0 | 5 |
| sky130_fd_sc_hd__mux2i_1 | 24 |
| sky130_fd_sc_hd__buf_4 | 1 |
| sky130_fd_sc_hd__dlxtn_1 | 8 |
| sky130_fd_sc_hd__o21ai_1 | 2 |
==> what timing repair did <==
| item | 4_1_cts | 5_1_grt |
|---|---|---|
| setup endpoints to repair | 8 | 8 |
| pin swaps | 0 | 1 |
| resized | 15 | 5 |
Power figures rest on the tool's default switching activity, not on a simulated workload.
